`./run.sh`:
```
#!/bin/bash
# OpenROAD 26Q1-2900-gdf79404cd8, Yosys 0.63+post, stock flow scripts
make -C /OpenROAD-flow-scripts/flow DESIGN_CONFIG=/design/flow/config.mk WORK_HOME=/design/flow/orfs finish
```
`./config.mk`:
```
export PLATFORM = sky130hd
export DESIGN_NAME = instr_mem
export DESIGN_NICKNAME = instr_mem
export VERILOG_FILES = /design/flow/design.v
export SDC_FILE = /design/flow/constraint.sdc
export NUM_CORES = 4
export LEC_CHECK = 1
export CORE_AREA = 10 10 70 70
export DIE_AREA = 0 0 80 80
```
`./constraint.sdc`:
```
current_design instr_mem

set clk_period 1.0
set clk_io_pct 0.2

create_clock -name clk0 -period $clk_period

set non_clock_inputs [all_inputs -no_clocks]
set_input_delay [expr $clk_period * $clk_io_pct] -clock clk0 $non_clock_inputs
set_output_delay [expr $clk_period * $clk_io_pct] -clock clk0 [all_outputs]
```
`./design.v`:
```
module instr_mem(input [31:0] addr, output [31:0] instr); 
	reg [32:0] rom[15:0];
	assign instr =  addr < 16 ? rom[addr[31:0]] : 32'b0 ;
	initial 
		begin 
				rom[0] = 32'b10001110010100010000000000000010;   
                rom[1] = 32'b00000000000000000000000000000000; 	 
                rom[2] = 32'b00000000000000000000000000000000;   
                rom[3] = 32'b00000000000000000000000000000000;   
                rom[4] = 32'b00000000000000000000000000000000;   
                rom[5] = 32'b100000000000000000000000000000000;	 
                rom[6] = 32'b00000000000000000000000000000000;  
                rom[7] = 32'b00000000000000000000000000000000;  
                rom[8] = 32'b00000000000000000000000000000000;  
                rom[9] = 32'b00000000000000000000000000000000; 
                rom[10] = 32'b00000000000000000000000000000000;  
                rom[11] = 32'b00000000000000000000000000000000;  
                rom[12] = 32'b00000000000000000000000000000000;
                rom[13] = 32'b00000000000000000000000000000000;  
                rom[14] = 32'b00000000000000000000000000000000;
				rom[15] = 32'b00000000000000000000000000000000;
		end 
endmodule
```
==> flow_summary.yaml <==
# flow metrics
synthesis:
  synth_stat.cells: 43
  top_cells_by_area: "buf_4, nor4_1, nand4_1"
  seq_area_frac_synth: 0
  synth_chip_area_um2: 309.0
  syn_avg_cell_area_um2: 7.187
  synth_area_um2: 309.0
  yosys_warnings: 2
  synthCells: 43
  top_area_cell: "buf_4"
  top_area_frac: 0.7530
  ys_types: 6
global_route:
  grtUsageMet2: 0.05538
  grt_max_degree: 5
  grt_pass1_vias: 441
  grt_antenna_before_repair: 0
  grt.met3_usage: 0.02045
  grtUsageTotal: 0.04064
  overflow: 0
  grt_pass1_wl_um: 2166
  use_met1: 0.05867
  grt-busiest-layer: "met1"
power_and_ir_drop:
  seqPwrFrac: 0
  power.share.switching: 0.3656
  power_mw: 0.1319
  p_leak_nw: 0.3031
  ir_drop_mv: 0.07171
  internal_power_mw: 0.08370
  power_frac_comb: 1.000
  clock_power_share: 0
  cellPowerDensity_nw_per_um2: 198.2
  switching_power_mw: 0.04824
run_status:
  violations: "negative setup slack"
  status: "finished, violations left"
final_timing:
  hold_slack_ns: 0.9026
  setup_tns_ns: -2.613
  fmax_mhz: 753.0
  hold_viol: 0
  layout_setup_ws_ns: -0.3280
  finalCriticalPeriod_ns: 1.328
  finalCritPeriodShare: 1.328
  rsz0062_at_grt: "yes"
  slew_viol_final: 0
  setup_viol: 8
cells_and_area:
  lay_top_cells: "conb_1, buf_6, buf_2"
  instances_no_fill: 123
  area_growth_pct: 115.4
  drive_gt1_frac: 0.5844
  clockBufferCount: 0
  mostFrequentLayoutCell: "conb_1"
  seq_cell_count: 0
  final_core_util: 0.1949
  flop_area_um2: 0
floorplan:
  core_area_um2: 3416
  rows: 21
  fp.dieH_um: 80
  dieArea_um2: 6400
  initCoreUtil: 0.09048
  die_w_um: 80
  io_pins: 64
setup_path:
  worstPathCellList: "clkbuf_2 -> nor4_2 -> nand4_1 -> nor2_4 -> buf_6 -> buf_6"
  max_stage_delay_ns: 0.28
  cp_max_fo: 4
  crit_type: "input pin to output port"
  slowest_stage: "nor4_2"
  cp.required_ns: 0.80
  crit_top_cell: "buf_6"
  cp.arrival_ns: 1.13
  crit_path_end_kind: "output port"
  critPathLaunchType: "input pin"
min_path:
  min-delay-start: "addr[4]"
  hp-class: "input pin to output port"
  whs_path_depth: 6
  min_to: "instr[1]"
placed_design:
  io_buffer_count: 40
  placed_cells: 121
  hpwl_um: 1321
  place.gp.congestion: 0.8893
drt:
  wirelength_um: 1464
  dr.pass1.iters: 1
  wl_per_cell_um: 11.90
  final_antenna_net_count: 0
  drc: 0
  avgViaCountPerCell: 2.813
  drtIter0Drc: 0
  diodes: 0
  vias: 346
clock_network:
  cts_hold_buf: 0
run:
  tool_warnings: 35
  cap_violations: 0
-- how the worst max path moves through the flow --
stage | startpoint | end | slack (ns) | cells past startpoint
5_1_grt | addr[28] | instr[27] | -0.40 | 6
4_1_cts | addr[12] | instr[27] | -0.37 | 6
6_report | addr[28] | instr[31] | -0.33 | 6
-- routing by layer --
layer  part of all wire  vias up  routed length (um)
li1                   -      161                   -
met1               0.42      143                 619
met2               0.39       42                 577
met3               0.18        0                 267
met4                  0        0                   0
met5                  0        -                   0
-- area by class of cell --
class,count,area (um2)
fill,384,2750
multi-input combinational,35,249.0
tap,46,57.56
timing repair buffer,42,359.1
-- timing repair --
item                       CTS  global route
setup endpoints to repair    8             8
hold endpoints to repair     0             0
buffers inserted             2             0
pin swaps                   11             6
gates resized              135            16
-- metrics by stage --
| stage | cell area, um2 | setup WS (ns) |
|---|---|---|
| 2_1_floorplan | 427.9 | -0.09839 |
| 6_report | 665.6 | -0.3280 |
| 4_1_cts | 649.4 | -0.3716 |
| 5_1_grt | 665.6 | -0.3988 |
| 3_3_place_gp | 653.1 | -1.056 |
| 3_5_place_dp | 653.1 | -1.108 |
-- synthesized netlist by cell type --
cell,number
nor4_1,7
conb_1,1
buf_4,31
nor4_2,1
nand4_1,2
nor2_1,1
-- kinds of logic after synthesis --
logic type	share of synthesized area
buffers and inverters	0.7530
and+or+nand+nor	0.2348
other	0.01213
-- power groups by stage --
stage	clock network [mW]	registers (mW)	logic (mW)
CTS	0	0	0.125
global route	0	0	0.145
finish	0	0	0.132
-- worst max-delay path, delay by kind of cell --
kind | cells | cell delay [ns]
AND/OR/NAND/NOR | 3 | 0.63
buffers and inverters | 3 | 0.30
Power is estimated from default activity; no workload was simulated.
