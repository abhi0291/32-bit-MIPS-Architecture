==> flow/design.v <==
module registers_file ( input reg_write , input [4:0]  read_reg1 , input [4:0] read_reg2, input [4:0] write_reg , input [31:0] write_data
			, output reg [31:0] read_data1 , output reg [31:0] read_data2 );
	reg [31:0] registors[31:0];
	initial begin 
	registors[0] <= 32'b00000000000000000000000000000000;  
	registors[1] <= 32'b00000000000000000000000000000000;
	registors[2] <= 32'b00000000000000000000000000000000;
	registors[3] <= 32'b00000000000000000000000000000000;
	registors[4] <= 32'b00000000000000000000000000000000;
	registors[5] <= 32'b00000000000000000000000000000000;
	registors[6] <= 32'b00000000000000000000000000000000;
	registors[7] <= 32'b00000000000000000000000000000000;
	registors[8] <= 32'b00000000000000000000000000000000;  
	registors[9] <= 32'b00000000000000000000000000000001;
	registors[10] <= 32'b00000000000000000000000000000010;
	registors[11] <= 32'b00000000000000000000000000000011;
	registors[12] <= 32'b00000000000000000000000000000100;
	registors[13] <= 32'b00000000000000000000000000000101;
	registors[14] <= 32'b00000000000000000000000000000110;
	registors[15] <= 32'b00000000000000000000000000000111;  
	registors[16] <= 32'b00000000000000000000000000001000;  
	registors[17] <= 32'b00000000000000000000000000001001;
	registors[18] <= 32'b00000000000000000000000000000001;
	registors[19] <= 32'b00000000000000000000000000001011;
	registors[20] <= 32'b00000000000000000000000000001100;
	registors[21] <= 32'b00000000000000000000000000001101;
	registors[22] <= 32'b00000000000000000000000000001101;
	registors[23] <= 32'b00000000000000000000000000001111;  
	registors[24] <= 32'b00000000000000000000000000000000;
	registors[25] <= 32'b00000000000000000000000000000000;
	registors[26] <= 32'b00000000000000000000000000000000;
	registors[27] <= 32'b00000000000000000000000000000000;
	registors[28] <= 32'b00000000000000000000000000000000;
	registors[29] <= 32'b00000000000000000000000000000000;
	registors[30] <= 32'b00000000000000000000000000000000;
	registors[31] <= 32'b00000000000000000000000000000000;
	end 	
	always @( reg_write , read_reg1 , read_reg2 , write_reg , write_data ) begin
	if (reg_write) begin
		registors[write_reg] <= write_data;
		end
	read_data1 <= registors[read_reg1];
	read_data2 <= registors[read_reg2];
	end
endmodule
==> flow/run.sh <==
#!/bin/bash
# OpenROAD 26Q1-2900-gdf79404cd8, Yosys 0.63+post, stock flow scripts
make -C /OpenROAD-flow-scripts/flow DESIGN_CONFIG=/design/flow/config.mk WORK_HOME=/design/flow/orfs finish
==> flow/config.mk <==
export PLATFORM = sky130hd
export DESIGN_NAME = registers_file
export DESIGN_NICKNAME = registers_file
export VERILOG_FILES = /design/flow/design.v
export SDC_FILE = /design/flow/constraint.sdc
export NUM_CORES = 4
export LEC_CHECK = 1
export CORE_UTILIZATION = 50
==> flow/constraint.sdc <==
current_design registers_file

set clk_period 7.3
set clk_io_pct 0.2

create_clock -name clk0 -period $clk_period

set non_clock_inputs [all_inputs -no_clocks]
set_input_delay [expr $clk_period * $clk_io_pct] -clock clk0 $non_clock_inputs
set_output_delay [expr $clk_period * $clk_io_pct] -clock clk0 [all_outputs]
==> impl_metrics.yaml <==
# synthesis and place-and-route metrics
route:
  dr.pass1.iters: 27
  wire_per_inst_um: 48.4
  routed-via-count: 35600
  final_antenna_net_count: 0
  drcViolationCount: 0
  vias_per_cell: 8.66
  wirelength_um: 199000
  drt-initial-drc-count: 6006
logic_synthesis:
  syn-mean-instance-area_um2: 9.29
  top_cell_area_share_pct: 52.8
  yosys.area.top_type: "dlxtn_1"
  yosysUniqueCellTypes: 65
  netlist_instances: 3139
  ys_ff: 1024
  ys_cells: 3139
  syn_area_mm2: 0.0292
  ys_async_sr_fraction_pct: 0
  area_leaders: "dlxtn_1, a22oi_1, nand2_1"
  synth_top_flop_cell: "dlxtn_1"
  yosysWarnings: 2
  edf_count: 0
  yosys.stat.chipArea_mm2: 0.0292
floorplanning:
  num_rows: 88
  die_w_um: 244
  die_h_um: 244
  die_area_mm2: 0.0593
  coreArea_mm2: 0.0577
  initCoreUtil_pct: 50.5
  pin_count: 112
clock_tree:
  post_cts_resize_count: 0
  cts_setup_buffers: 0
  cts_hold_buf: 0
finish:
  layout-drive-gt1-share_pct: 12.1
  top_register: "registors"
  top_regs: "registors (1024)"
  largest_reg_flops: 1024
  fin_area_mm2: 0.0329
  most-common-layout-cells: "dlxtn_1, a22oi_1, buf_4"
  syn_to_final_growth_pct: 12.7
  layout_top_cell: "dlxtn_1"
critical_path:
  critPathLaunch: "read_reg2[1]"
  end_kind: "primary output"
  endpoint: "read_data2[6]"
  setup.worst_path.start_class: "input port"
  worstPathRequired_ns: 5.84
  worstSetupPathType: "in2out"
  arrival_ns: 5.40
  cp_max_fo: 22
global_routing:
  grt_antenna_before_repair: 32
  grt_max_degree: 48
  grt_pass1_vias: 33300
  gr-usage-all-layers_pct: 68.4
  grt-ovfl-total: 0
  grt_first_pass_wirelength_um: 265000
timing:
  setup-tns-final_ns: 0
  drv_slew: 0
  slew_headroom_pct: 20.0
  clock.fmax_ghz: 0.146
  hold_viol_final: 0
  unconstrained_endpoints: 1024
  finalCriticalPeriod_ns: 6.86
  tightest_slew_ns: 1.20
  grt_setup_unrepaired: "false"
  finalSetupViolations: 0
  fin_crit_sh_pct: 94.0
  unclocked_pins: 1024
  holdWs_ns: 3.93
power:
  p_switching_w: 0.000860
  p_leak_nw: 14.1
  swShare_pct: 52.7
  intPower_w: 0.000773
  power_density_mw_per_mm2: 49.7
  vdd_drop_max_mv: 0.0516
placed_design:
  place_hpwl_um: 120000
  gp_routability_congestion: 1.16
  io_buffers: 112
  post_dp_cell_area_mm2: 0.0327
min_path:
  hp-class: "in2out"
run_status:
  status: "finished, final reports clean"
run:
  maxCapViolCount: 0
  warnings: 33
[through the flow]
step                      setup WS, ns  power (W)  std cells  util, %
after detailed placement         0.825    0.00152       4057     56.8
final                            0.436    0.00163       4106     57.0
after global placement           0.769    0.00153       4057     56.8
after floorplan                   2.85   0.000894       3139        -
after CTS                        0.824    0.00153       4057     56.8
after global routing             0.610    0.00164       4069     56.8
[critical path, cell delays in order]
cell	delay, ns
buf_2	0.41
buf_4	0.48
nand3b_1	0.52
buf_4	0.37
nor2_2	0.62
buf_12	0.30
a22oi_1	0.12
nand3_1	0.16
a211oi_1	0.08
a21oi_1	0.30
clkdlybuf4s50_1	0.54
[routing by layer]
| metal | vias up | wire length, um | GRT usage (%) |
|---|---|---|---|
| met2 | 4726 | 69900 | 81.3 |
| met4 | 51 | 23800 | 52.9 |
| met3 | 2008 | 42600 | 59.2 |
| met5 | - | 1540 | 23.6 |
| met1 | 16300 | 60700 | 74.1 |
| li1 | 12500 | - | - |
[cell usage after synthesis (all sizes together), types with 25 or more instances]
cell       n
o21ai     29
nor3      66
nand2    194
mux2i     60
a22oi    670
clkbuf    57
a221oi    58
buf      167
a21oi     70
nand3     49
nor2     171
a22o      73
dlxtn   1024
nand4    108
and3      25
[cell type report]
class | count | area, um^2
fill | 4934 | 24800
tap | 765 | 957
sequential | 1024 | 15400
inverter | 6 | 22.5
multi-input combinational | 1885 | 13100
antenna | 49 | 123
timing repair buffer | 377 | 3280
[how the worst min path moves through the flow]
stage / startpoint / to / slack [ns] / depth (start not counted)
finish: read_reg1[2] / read_data1[14] / 3.93 / 4
global route: read_reg1[2] / read_data1[14] / 3.96 / 4
CTS: read_reg1[2] / read_data1[14] / 3.92 / 4
[cell families after synthesis]
group,after synthesis,share of synthesized area [%]
compound gates,1070,27.8
latches,1024,52.8
simple gates,737,12.9
buf+inv,230,3.81
mux,78,2.83
Power figures rest on the tool's default switching activity, not on a simulated workload.
