$ cat design.v
module data_mem(input [31:0] addr, input [31:0] writeData, input memRead, input memWrite, output reg [31:0]readData);
	reg [32:0] ram [15:0];
	initial 
	begin 
			ram[0] = 32'b00000000000000000000000000000000;  
            ram[1] = 32'b00000000000000000000000000000001; 
            ram[2] = 32'b00000000000000000000000000000010;  
            ram[3] = 32'b00000000000000000000000000000011;  
            ram[4] = 32'b00000000000000000000000000000100;  
            ram[5] = 32'b00000000000000000000000000000101;
            ram[6] = 32'b00000000000000000000000000000111;  
            ram[7] = 32'b00000000000000000000000000001000; 
            ram[8] = 32'b00000000000000000000000000000000;  
            ram[9] = 32'b00000000000000000000000000000000; 
            ram[10] = 32'b00000000000000000000000000000000;  
            ram[11] = 32'b00000000000000000000000000000000;  
            ram[12] = 32'b00000000000000000000000000000000;
            ram[13] = 32'b00000000000000000000000000000000;  
            ram[14] = 32'b00000000000000000000000000000000;  
            ram[15] = 32'b00000000000000000000000000000000;
	end 
	always@ (addr,writeData,memRead,memWrite) begin
	 readData =  memRead ? ram[addr] : 32'b0 ;
	if (memWrite)
 		ram[addr] <= writeData;
	end
endmodule
$ cat run.sh
#!/bin/bash
# OpenROAD 26Q1-2900-gdf79404cd8, Yosys 0.63+post, stock flow scripts
make -C /OpenROAD-flow-scripts/flow DESIGN_CONFIG=/design/flow/config.mk WORK_HOME=/design/flow/orfs finish
$ cat config.mk
export PLATFORM = sky130hd
export DESIGN_NAME = data_mem
export DESIGN_NICKNAME = data_mem
export VERILOG_FILES = /design/flow/design.v
export SDC_FILE = /design/flow/constraint.sdc
export NUM_CORES = 4
export LEC_CHECK = 1
export CORE_UTILIZATION = 30
$ cat constraint.sdc
current_design data_mem

set clk_period 11.4
set clk_io_pct 0.2

create_clock -name clk0 -period $clk_period

set non_clock_inputs [all_inputs -no_clocks]
set_input_delay [expr $clk_period * $clk_io_pct] -clock clk0 $non_clock_inputs
set_output_delay [expr $clk_period * $clk_io_pct] -clock clk0 [all_outputs]
==> run summary <==
fresh numbers from the pnr run: outcome=finished clean, critical path class=in -> out, Sum Neg Setup Slack=0 ns, DRT iter0 DRCs=a little under 700, critical path, cell by cell=buf_6, buf_4, and2_1, and2_1, buf_4, a22oi_1, a41oi_1, clkdlybuf4s50_1, Total GRT Usage=between 15 and 20%, Yosys cell types=around 51, Slowest cell on crit path=and2_1, Crit path max-delay family=buffers and inverters, AND-OR/OR-AND Cells, Area Fraction=23.3%, post-CTS setup buffers=0, Vias/cell=5.31, Synth Area per Inst=10.1 µm², Worst path max stage delay=0.70 ns, number of fillers in the final layout=4111, antenna viol nets, final=0, post-route cell area=13900 µm², vias in the first global route=about 9000, Final Max-Slew Violation Tally=0, Crit. path cell count=8, Comb gate area=between 4000 and 5000 µm², max FFs per register=~500, routed len/inst=20.1 µm, Post-synth EDFFs=0, hold path start=addr[0], placement row count=~75, drt pass-1 iters=5, sw frac=about two fifths, dpl cell area=~14000 µm², Syn-to-layout area delta=9.10%, WP data arrival=5.93 ns, Reg area=between 7000 and 8000 µm², largest net degree at the start of global routing=just under 80, global-route wire length before repair=~55 mm, max_slew headroom=36.8%, Yosys chip area=~13000 µm², Synth Register Bits=between 500 and 600, Net Sw Power=between 0.00015 and 0.0002 W, Yosys Instances=1260, n_diodes=0, hold buffers post-CTS=0, worst slew pin tran=0.945 ns, Hold/Removal Path Class=in -> out, Final Hold Fails=0, CP Capture Point=readData[1], initial antenna violation count=0, Synthesis Warnings=2, clock share of power=0%, Required @ worst endpoint=between 9 and 10 ns, CTS resizes=0, Top cells excl fill/tap=dlxtn_1 (512), a21oi_1 (67), clkdlybuf4s50_1 (67), a22oi_1 (64), nand2_1 (45), Buffers on Ports=70, XOR/XNOR Area Share=0%, register name with the most flops=ram, Post-synth top flop=dlxtn_1, die area=about 43000 µm², detailed-route via count=between 9000 and 10000, Die Ht=approximately 210 µm, register pins left without a clock=between 500 and 600, Synth Cell Area=12800 µm², starting density of the core=between 30% and 40%, RSZ-0062 raised after global routing=no, DRC=0, most used logic cell in the final layout=dlxtn_1, number of unconstrained endpoints=between 500 and 600, fin crit share=slightly above 70%, Bufs and invs on worst path=4, I/O pin count=approximately 100, biggest regs=ram (512), Post-DP HPWL=22.8 mm, CP Max Fanout=between 50 and 60, P_int=around 0.00023 W, Max Cap Viol=0, Setup-failing EPs final=0, FMAX=between 100 and 150 MHz, critical path startpoint category=input port, layout cell share with drive strength beyond 1=about 7.6%, crit path from=addr[0], CP Capture Type=output port, CORE AREA=between 40000 and 50000 µm², Cells after Synth=between 1000 and 1500, sequential share of power=~38%, Leak Pwr=5.88 nW, mux frac, synth=roughly 2.5%, Log Warnings=~60, total wire length=approximately 36 mm, yosys adder share=0%, overflow left after global routing=0, dominant kind of combinational cell=AND-OR/OR-AND gates, die width=~210 µm, Tmin final=around 8.2 ns, Max VDD drop=0.0000103 V, Comb power frac=62.2%, ys async rst share=0%, GP Congestion=roughly 0.84, Basic Gates by Area=9.36%, Pwr Density=28.2 nW/µm²
routing by layer:
metal	share of wire (%)	GRT usage [%]	wire length (µm)
met3	6.2	3.02	2230
met5	0	0	0
met1	46	25.6	16700
met2	47	27.1	16900
met4	0.97	1.30	350
worst min-delay path by stage:
stage	endpoint	slack, ns	cells after the start
finish	readData[0]	5.42	4
global route	readData[5]	5.47	4
CTS	readData[10]	5.45	4
kinds of logic (layout without fill, tap and decap cells):
group / Yosys count / after routing
simple gates: 198 / 198
buf+inv: 122 / 123
compound gates: 399 / 399
mux: 29 / 29
latches: 512 / 512
synthesized netlist by cell type, drive strengths merged, types with 9 or more instances:
cell	number	area, µm²
a21oi	67	335
a221oi	9	78.8
a22o	31	272
a22oi	64	480
a31oi	13	81.3
a32o	24	240
a32oi	28	245
a41oi	22	193
and3	9	56.3
buf	63	354
clkbuf	44	165
dlxtn	512	7690
inv	15	56.3
mux2	26	293
nand2	45	169
nand2b	31	194
nand3	32	160
nand3b	15	113
nor3b	23	178
o211ai	10	75.1
o21ai	40	200
o22a	42	368
or3b	16	140
through the flow:
| stage | cells | total power [W] | setup WS, ns | utilization, % | hold WS (ns) |
|---|---|---|---|---|---|
| after global routing | 1800 | 0.000424 | 2.92 | 33.2 | 5.47 |
| after detailed placement | 1800 | 0.000393 | 3.21 | 33.2 | 5.45 |
| after CTS | 1800 | 0.000394 | 3.19 | 33.2 | 5.45 |
| after floorplan | 1260 | 0.000286 | 5.72 | - | 4.81 |
| final | 1800 | 0.000393 | 3.19 | 33.2 | 5.42 |
| after global placement | 1800 | 0.000387 | 3.17 | 33.2 | 5.45 |
final cells by class:
cell class                      instances  share of cell area (%)
Inverter                               15                   0.405
Multi-Input combinational cell        626                    32.5
Timing Repair Buffer                  108                    7.04
Sequential cell                       512                    55.3
Tap cell                              539                    4.85
power by group through the flow:
stage	Sequential [W]	Clock (W)	Combinational, W
6_report	0.000148	0	0.000245
5_1_grt	0.000158	0	0.000266
4_1_cts	0.000149	0	0.000246
No activity file was given, so power comes from the tool's default toggle rates.
